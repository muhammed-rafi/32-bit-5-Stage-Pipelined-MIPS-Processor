==> design/flow/design.v <==
`timescale 1ns / 1ps
module regfile (
    input clk,
    input we,
    input [4:0] ra1, ra2, wa,
    input [31:0] wd,
    output [31:0] rd1, rd2
);
    reg [31:0] regs [0:31];
    assign rd1 = (ra1 != 0) ? regs[ra1] : 0;
    assign rd2 = (ra2 != 0) ? regs[ra2] : 0;
    always @(posedge clk) begin
        if (we && wa != 0)
            regs[wa] <= wd;
    end
endmodule
==> design/flow/run.sh <==
#!/bin/bash
# OpenROAD 26Q1-2900-gdf79404cd8, Yosys 0.63+post, stock flow scripts
make -C /OpenROAD-flow-scripts/flow DESIGN_CONFIG=/design/flow/config.mk WORK_HOME=/design/flow/orfs finish
==> design/flow/config.mk <==
export PLATFORM = sky130hd
export DESIGN_NAME = regfile
export DESIGN_NICKNAME = regfile
export VERILOG_FILES = /design/flow/design.v
export SDC_FILE = /design/flow/constraint.sdc
export NUM_CORES = 4
export LEC_CHECK = 1
export CORE_UTILIZATION = 30
==> design/flow/constraint.sdc <==
current_design regfile

set clk_period 7.4
set clk_io_pct 0.2

create_clock -name clk0 -period $clk_period [get_ports {clk}]

set non_clock_inputs [all_inputs -no_clocks]
set_input_delay [expr $clk_period * $clk_io_pct] -clock clk0 $non_clock_inputs
set_output_delay [expr $clk_period * $clk_io_pct] -clock clk0 [all_outputs]
==> metrics.txt <==
# HELP chip_impl_metric Metrics from one implementation run
# TYPE chip_impl_metric gauge
chip_impl_metric{name="synth.yosys.chip_area",unit="um2"} 47900
chip_impl_metric{name="post_synth_cell_types",unit=""} 39
chip_impl_info{name="crit_path_top_delay_cell",value="sky130_fd_sc_hd__buf_4"} 1
chip_impl_metric{name="largest_register_ff_count",unit=""} 1024
chip_impl_metric{name="number_of_antenna_violations_at_the_first_check_in_global_routing",unit=""} 4
chip_impl_metric{name="final.setup.tns",unit="ns"} 0
chip_impl_metric{name="worst-path-max-fanout",unit=""} 44
chip_impl_info{name="path_class",value="in2out"} 1
chip_impl_metric{name="cts_setup_buffers",unit=""} 0
chip_impl_metric{name="synthToLayoutAreaGrowth",unit="%"} 16.1
chip_impl_info{name="critical_path.endpoint_type",value="output port"} 1
chip_impl_info{name="min_to",value="regs[16][20]$_DFFE_PP_"} 1
chip_impl_metric{name="cp.required",unit="ns"} 5.92
chip_impl_metric{name="post-dp-hpwl",unit="um"} 88800
chip_impl_metric{name="wl_per_cell",unit="um"} 31.3
chip_impl_info{name="cp_top_family",value="buffers and inverters"} 1
chip_impl_metric{name="gr-total-overflow",unit=""} 0
chip_impl_info{name="cts_tree",value="yes"} 1
chip_impl_metric{name="dieHeight",unit="um"} 402
chip_impl_metric{name="cellLeakagePower",unit="nW"} 17.8
chip_impl_metric{name="worst_slew_margin_rel",unit=""} 0.342
chip_impl_info{name="hold_path.startpoint",value="wd[20]"} 1
chip_impl_info{name="top_regs",value="regs: 1024 flops"} 1
chip_impl_metric{name="detailedRoute.firstIterationViolations",unit=""} 1576
chip_impl_metric{name="mi_logic_area",unit="um2"} 16400
chip_impl_metric{name="grt_start_max_net_pins",unit=""} 89
chip_impl_metric{name="postSynthCellCount",unit=""} 2564
chip_impl_info{name="outcome",value="complete, no violations"} 1
chip_impl_metric{name="placement.io_buffers",unit=""} 112
chip_impl_metric{name="log.warning_count",unit=""} 26
chip_impl_info{name="holdCritPathClass",value="in2reg"} 1
chip_impl_metric{name="power_density",unit="nW/um2"} 237
chip_impl_info{name="cell_chain_critical_path",value="buf_8 -> buf_4 -> mux4_1 -> mux2_2 -> a221oi_1 -> a211oi_1 -> clkdlybuf4s50_1"} 1
chip_impl_metric{name="maxClockFrequency",unit="MHz"} 164
chip_impl_metric{name="syn_area",unit="um2"} 47900
chip_impl_metric{name="drt.antenna.violating_nets",unit=""} 0
chip_impl_info{name="cts-root-buf",value="sky130_fd_sc_hd__clkbuf_16"} 1
chip_impl_metric{name="drt_first_pass_iters",unit=""} 7
chip_impl_metric{name="routabilityCongestion",unit=""} 0.902
chip_impl_metric{name="syn_area_per_cell",unit="um2"} 18.7
chip_impl_metric{name="detailroute.via_count",unit=""} 27700
chip_impl_metric{name="wirelength",unit="um"} 153000
chip_impl_metric{name="clock_sinks",unit=""} 1024
chip_impl_metric{name="grt_pass1_vias",unit=""} 30300
chip_impl_metric{name="critical-path-max-stage-delay",unit="ns"} 0.67
chip_impl_metric{name="min_path_cells",unit=""} 2
chip_impl_metric{name="global_route.usage.total",unit=""} 0.203
chip_impl_metric{name="tightest_slew",unit="ns"} 0.985
chip_impl_metric{name="ys_seq_frac",unit=""} 0.642
chip_impl_metric{name="yosys_register_bits",unit=""} 1024
chip_impl_metric{name="drc",unit=""} 0
chip_impl_metric{name="power",unit="mW"} 13.2
chip_impl_metric{name="global_route_wire_length_before_repair",unit="um"} 218000
chip_impl_metric{name="max-vdd-ir-drop",unit="mV"} 0.169
chip_impl_metric{name="final_layout_size_suffix_gt1_frac",unit=""} 0.272
chip_impl_metric{name="number_of_fillers_in_the_final_layout",unit=""} 14400
chip_impl_metric{name="core",unit="um2"} 158000
chip_impl_metric{name="tritoncts.num_buffers",unit=""} 101
chip_impl_metric{name="hold_viol",unit=""} 0
chip_impl_metric{name="cap_viol_max_count",unit=""} 0
chip_impl_info{name="setup_repair_after_global_routing_missed_its_margin",value="no"} 1
chip_impl_metric{name="final_min_period_over_clock_period",unit=""} 0.825
chip_impl_info{name="regMostFlops",value="regs"} 1
chip_impl_metric{name="clk_transition_reported_paths",unit="ns"} 0.06
chip_impl_metric{name="die_w",unit="um"} 402
chip_impl_metric{name="ctsHoldBuffers",unit=""} 0
chip_impl_info{name="critPathLaunchType",value="primary input"} 1
chip_impl_metric{name="ctsResizeCount",unit=""} 0
chip_impl_metric{name="drt-vias-per-instance",unit=""} 5.66
chip_impl_metric{name="fin_crit",unit="ns"} 6.10
chip_impl_metric{name="cts_max_path_buffers",unit=""} 3
chip_impl_metric{name="ys_cells",unit=""} 2564
chip_impl_metric{name="ios",unit=""} 113
chip_impl_metric{name="synth-warning-count",unit=""} 1
chip_impl_metric{name="clock_tree.htree_level_count",unit=""} 3
chip_impl_metric{name="hold_ws",unit="ns"} 1.58
chip_impl_metric{name="floorplan.die_area",unit="um2"} 161000
chip_impl_metric{name="cp_data_arrival_time",unit="ns"} 4.62
chip_impl_metric{name="finalSetupViolCount",unit=""} 0
chip_impl_metric{name="sequential_cell_area",unit="um2"} 30700
chip_impl_metric{name="row_count",unit=""} 146
chip_impl_metric{name="slew_viol_final",unit=""} 0
chip_impl_metric{name="critical_path_buffers_and_inverters",unit=""} 3
chip_impl_metric{name="initial_utilization",unit=""} 0.302
==> layout make-up <==
type / count / share of cell area
antenna: 1 / 0.0000450
clock buffer: 119 / 0.0478
clock inverter: 66 / 0.0151
inverter: 2 / 0.000180
multi-input combinational: 1354 / 0.295
sequential: 1024 / 0.553
tap: 2072 / 0.0466
timing repair buffer: 259 / 0.0421
==> cell usage in the layout (no fill, tap or decap), types with 32 or more instances in the layout <==
cell,instances
sky130_fd_sc_hd__nand2_1,85
sky130_fd_sc_hd__buf_4,139
sky130_fd_sc_hd__mux2i_1,320
sky130_fd_sc_hd__nor2b_1,32
sky130_fd_sc_hd__conb_1,32
sky130_fd_sc_hd__nand4_1,32
sky130_fd_sc_hd__a21oi_1,32
sky130_fd_sc_hd__edfxtp_1,1024
sky130_fd_sc_hd__clkbuf_16,104
sky130_fd_sc_hd__a221oi_1,38
sky130_fd_sc_hd__mux4_1,36
sky130_fd_sc_hd__a22oi_1,64
sky130_fd_sc_hd__a311oi_1,32
sky130_fd_sc_hd__a211oi_1,53
sky130_fd_sc_hd__mux4_2,316
sky130_fd_sc_hd__nor2_4,33
sky130_fd_sc_hd__clkdlybuf4s50_1,102
sky130_fd_sc_hd__o221ai_1,64
sky130_fd_sc_hd__mux2_2,64
sky130_fd_sc_hd__o21ai_0,50
==> power breakdown <==
group          leakage, nW  switching [mW]  total, mW  internal [mW]
registers             9.25          0.0346       6.50           6.47
clock network         1.70            2.24       5.47           3.23
logic                 6.87           0.684       1.19          0.506
==> synth_stat cells, drive strengths merged <==
cell type  number  area (um2)
buf           115         783
nand3b          6        45.0
edfxtp       1024       30700
or2             1        6.26
o2111ai        10        87.6
o221ai         64         561
or3             2        12.5
nand2b          1        6.26
a311oi         32         280
a22oi          64         480
o21ai          54         270
nand4          32         200
and2            2        12.5
nor2b          37         231
or4             1        11.3
a21oi          32         160
nand2          85         319
a221oi         54         573
nor2           37         141
or3b            5        43.8
and3            1        6.26
a211oi         64         536
conb            1        3.75
clkbuf        100         380
inv             2        7.51
mux4          352        8060
nand3           2        10.0
mux2i         320        3200
mux2           64         721
==> per-stage QoR <==
stage	util	cell area, um2	setup slack, ns	std cells
after floorplan	-	48000	3.03	2595
after global placement	0.329	52100	1.24	4711
after detailed placement	0.329	52100	1.26	4711
after CTS	0.351	55600	1.25	4896
after global routing	0.351	55600	1.14	4896
final	0.351	55600	1.30	4897
==> worst max path at each step <==
stage,startpoint,endpoint,slack (ns),depth (start not counted)
4_1_cts,ra2[0],rd2[13],1.25,7
5_1_grt,ra2[0],rd2[13],1.14,7
6_report,ra2[0],rd2[13],1.30,7
==> metal layers <==
metal,share of wire,global-route usage,wire (um),up-vias
met2,0.46,0.301,70600,2095
met3,0.19,0.170,29000,319
li1,-,-,-,11400
met5,0.0032,0.0244,489,-
met1,0.31,0.213,47500,13900
met4,0.037,0.0584,5620,16
==> logic make-up (layout without fill, tap and decap cells) <==
| kind of cell | count (synthesis) | in the layout | synth area share |
|---|---|---|---|
| DFF | 1024 | 1024 | 0.642 |
| other | 1 | 33 | 0.0000783 |
| muxes | 736 | 736 | 0.250 |
| buffers and inverters | 217 | 446 | 0.0244 |
| AOI/OAI and AO/OA | 374 | 374 | 0.0615 |
| and+or+nand+nor | 212 | 212 | 0.0218 |
Power is estimated from default activity; no workload was simulated.
