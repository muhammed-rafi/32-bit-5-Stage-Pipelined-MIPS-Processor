$ cat design/flow/design.v
`timescale 1ns / 1ps
module alu (
    input [31:0] a, b,
    input [3:0] alu_ctrl,
    output reg [31:0] result,
    output zero
);
    always @(*) begin
        case (alu_ctrl)
            4'b0010: result = a + b;
            4'b0110: result = a - b;
            4'b0000: result = a & b;
            4'b0001: result = a | b;
            4'b0011: result = a ^ b; 
            4'b0111: result = (a < b) ? 1 : 0;
            default: result = 0;
        endcase
    end
endmodule
$ cat design/flow/config.mk
export PLATFORM = sky130hd
export DESIGN_NAME = alu
export DESIGN_NICKNAME = alu
export VERILOG_FILES = /design/flow/design.v
export SDC_FILE = /design/flow/constraint.sdc
export NUM_CORES = 4
export LEC_CHECK = 1
export CORE_UTILIZATION = 30
$ cat design/flow/constraint.sdc
current_design alu

set clk_period 18.5
set clk_io_pct 0.2

create_clock -name clk0 -period $clk_period

set non_clock_inputs [all_inputs -no_clocks]
set_input_delay [expr $clk_period * $clk_io_pct] -clock clk0 $non_clock_inputs
set_output_delay [expr $clk_period * $clk_io_pct] -clock clk0 [all_outputs]
$ cat design/flow/run.sh
#!/bin/bash
# OpenROAD 26Q1-2900-gdf79404cd8, Yosys 0.63+post, stock flow scripts
make -C /OpenROAD-flow-scripts/flow DESIGN_CONFIG=/design/flow/config.mk WORK_HOME=/design/flow/orfs finish
==> impl_table.tex <==
% Auto-generated results table
\begin{tabular}{lr}
\hline
Metric & Value \\
\hline
\multicolumn{2}{l}{\textbf{STA}} \\
\quad Final Max Tran Viols & 0 \\
\quad Final Hold Slack & 8.54 ns \\
\quad Highest Clock Rate & 88.2 MHz \\
\quad Unrepaired setup endpoints after global routing & no \\
\quad Worst slew pin tran & 0.790 ns \\
\quad Hold violation count in the final report & 0 \\
\quad Final worst path period need & 11.33 ns \\
\quad Total of endpoints with negative setup slack in the final report & 0 \\
\quad Setup TNS Final & 0 ns \\
\quad Portion of the clock cycle consumed by the worst path in the final layout & 61.3\% \\
\quad Rel. slew slack & 47.1\% \\
\multicolumn{2}{l}{\textbf{Die}} \\
\quad Number of top-level design ports & 101 \\
\quad Share of the core filled by cells before placement & 31.0\% \\
\quad Overall die width & 130 microns \\
\quad Die area & 0.0170 sq mm \\
\quad Core region area & between 0.015 and 0.02 sq mm \\
\quad Die H & 130 microns \\
\quad Core Rows & around 46 \\
\multicolumn{2}{l}{\textbf{Logic synthesis}} \\
\quad Sequential cell area fraction in the yosys report & 0\% \\
\quad Cell variety after synth & 70 \\
\quad Post-synthesis cell count & between 700 and 800 \\
\quad Mapped Avg Cell Area & 6.30 sq um \\
\quad Syn Std Cell Area & 0.00495 sq mm \\
\quad Synthesis Warnings & 2 \\
\quad Yosys stat cell total & 786 \\
\quad Yosys chip area & 0.00495 sq mm \\
\multicolumn{2}{l}{\textbf{Routing}} \\
\quad Routed Wire Length & 16400 microns \\
\quad First-pass iteration count of the detailed router & 5 \\
\quad Average routed wire per standard cell & 15.4 microns \\
\quad Number of diodes & 0 \\
\quad Via Count & 5729 \\
\quad Drc violations & 0 \\
\quad Vias/cell & 5.36 \\
\quad DRC marker count from the first detailed-route iteration & 530 \\
\quad Remaining antenna violation count & 0 \\
\multicolumn{2}{l}{\textbf{Pwr}} \\
\quad Fraction of power spent switching nets & 54.4\% \\
\quad Internal & 0.0000764 W \\
\quad Relative contribution of sequential cells to total power & 0\% \\
\quad Switching power summed over all nets & 0.0000913 W \\
\quad Overall power & 0.000168 W \\
\quad Clk pwr share & 0\% \\
\quad Max rail drop VDD & 0.0103 mV \\
\quad Combinational group share of total power & approximately 100\% \\
\quad Reported leakage power & 2.82 nW \\
\quad P per Cell Area & 27.5 mW/mm\^{}2 \\
\multicolumn{2}{l}{\textbf{Global route}} \\
\quad GRT overflow & 0 \\
\quad Global routing met2 resource utilization & between 30\% and 40\% \\
\quad Global routing met3 resource utilization & between 1 and 1.5\% \\
\quad GRT Max-Usage Layer & met2 \\
\quad First-pass GRT wire length & about 26000 microns \\
\quad Vias in the first global route & 5274 \\
\quad Pin count of the biggest net entering global routing & 32 \\
\quad Met1 Usage GRT & 27.8\% \\
\quad Initial antenna violation count & 0 \\
\quad Gr usage total & 19.3\% \\
\multicolumn{2}{l}{\textbf{Status}} \\
\quad Run status & finished, final reports clean \\
\multicolumn{2}{l}{\textbf{Finish}} \\
\quad Top Layout Cells & sky130\_fd\_sc\_hd\_\_ha\_1, sky130\_fd\_sc\_hd\_\_inv\_1, sky130\_fd\_sc\_hd\_\_clkdlybuf4s50\_1 \\
\quad Fill cell total of the finished layout & 1752 \\
\quad Comb gate area & 0.00439 sq mm \\
\quad Final design area excluding fillers & about 0.0061 sq mm \\
\quad Count of non-filler cells in the finished layout & 1068 \\
\quad Synth-to-Final Area Change & 23.4\% \\
\quad Proportion of layout cells with a drive suffix above 1 & approximately 3.5\% \\
\quad Total of clock buffers placed in the layout & 0 \\
\quad Commonest non-fill, non-tap cell in the layout & sky130\_fd\_sc\_hd\_\_ha\_1 \\
\quad Flops & 0 \\
\quad Area occupied by registers & 0 sq um \\
\multicolumn{2}{l}{\textbf{Min path}} \\
\quad Tightest Hold Check Type & input pin to output pin \\
\multicolumn{2}{l}{\textbf{Critical path}} \\
\quad CP required & 14.80 ns \\
\quad Critical Path Source Type & input pin \\
\quad Sort of element at the end of the critical path & output pin \\
\quad Arr. time, crit path & 7.63 ns \\
\quad End of the critical path & result[30] \\
\quad Largest fanout on the critical path & 5 \\
\quad Worst Path Class, Setup & input pin to output pin \\
\quad Startpoint of the most critical setup path & b[0] \\
\multicolumn{2}{l}{\textbf{Placed design}} \\
\quad Routability cong. & 0.908 \\
\quad Dpl cells & 1068 \\
\quad Area post-placement & 0.00611 sq mm \\
\quad PortBufs & 100 \\
\quad Post-detailed-placement half-perimeter wirelength & 13000 microns \\
\multicolumn{2}{l}{\textbf{Clocking}} \\
\quad Hold buffer count at cts & 0 \\
\quad Resize count post-CTS & 0 \\
\quad \# Post-CTS Setup Buffers & 0 \\
\multicolumn{2}{l}{\textbf{Flow run}} \\
\quad Number of max-capacitance violations reported & 0 \\
\quad OpenROAD warning count & 104 \\
\hline
\end{tabular}
-- final cells by class --
class / count / share of cell area, %
Multi-Input combinational cell: 641 / 71.8
Inverter: 102 / 6.27
Timing Repair Buffer: 109 / 17.5
Tap cell: 216 / 4.42
-- kinds of logic after synthesis --
family,after synthesis,synth area share [%]
compound gates,279,37.6
xor+xnor,2,0.354
fa+ha+maj,106,27.1
buf+inv,145,11.5
mux,2,0.429
other cells,1,0.0757
simple gates,251,22.9
-- layer usage --
layer / routed length, microns / share of wire (%) / vias to the layer above
li1: - / - / 2906
met1: 7850 / 48 / 2598
met2: 7420 / 45 / 210
met3: 998 / 6.1 / 15
met4: 157 / 0.96 / 0
met5: 0 / 0 / -
-- synth_stat cells, types with 5 or more instances --
library cell	count	area share, %
sky130_fd_sc_hd__nand3_1	24	2.4
sky130_fd_sc_hd__o21a_1	6	0.91
sky130_fd_sc_hd__o31ai_1	6	0.91
sky130_fd_sc_hd__o21bai_1	14	2.1
sky130_fd_sc_hd__inv_1	101	7.7
sky130_fd_sc_hd__a31oi_1	7	0.88
sky130_fd_sc_hd__buf_2	9	0.91
sky130_fd_sc_hd__a221o_1	11	2.2
sky130_fd_sc_hd__nand4_1	6	0.76
sky130_fd_sc_hd__o21ai_0	46	4.6
sky130_fd_sc_hd__a21o_1	13	2.0
sky130_fd_sc_hd__clkbuf_1	28	2.1
sky130_fd_sc_hd__a211oi_1	6	0.91
sky130_fd_sc_hd__nor2_1	92	7.0
sky130_fd_sc_hd__nand2_1	68	5.2
sky130_fd_sc_hd__nor3_1	12	1.2
sky130_fd_sc_hd__nor2b_1	6	0.76
sky130_fd_sc_hd__and2_1	7	0.88
sky130_fd_sc_hd__o211ai_1	16	2.4
sky130_fd_sc_hd__a21oi_1	89	9.0
sky130_fd_sc_hd__ha_1	104	26
sky130_fd_sc_hd__nand2b_1	6	0.76
sky130_fd_sc_hd__nor4_1	8	1.0
sky130_fd_sc_hd__a221oi_1	7	1.2
sky130_fd_sc_hd__or2_2	5	0.63
sky130_fd_sc_hd__o221ai_1	15	2.7
-- critical path, stage by stage --
cell                              delay (ns)
sky130_fd_sc_hd__clkdlybuf4s50_1        0.51
sky130_fd_sc_hd__ha_1                   0.20
sky130_fd_sc_hd__inv_1                  0.09
sky130_fd_sc_hd__fa_1                   0.41
sky130_fd_sc_hd__nand3b_1               0.21
sky130_fd_sc_hd__a21oi_2                0.19
sky130_fd_sc_hd__o22ai_1                0.20
sky130_fd_sc_hd__o31a_1                 0.41
sky130_fd_sc_hd__o21a_1                 0.27
sky130_fd_sc_hd__o31a_1                 0.33
sky130_fd_sc_hd__o21ai_1                0.16
sky130_fd_sc_hd__a21oi_1                0.13
sky130_fd_sc_hd__o21a_1                 0.20
sky130_fd_sc_hd__o211ai_2               0.14
sky130_fd_sc_hd__clkdlybuf4s50_1        0.48
-- per-stage QoR --
step                util [%]  setup WS (ns)
finish                  38.2           7.17
global placement        38.2           7.15
global route            38.2           6.94
CTS                     38.2           7.16
detailed placement      38.2           7.18
floorplan                  -           8.79
-- how the worst min path moves through the flow --
stage	start	to	slack, ns	depth (start not counted)
6_report	b[2]	result[2]	8.54	5
5_1_grt	b[26]	result[26]	8.61	5
4_1_cts	b[2]	result[2]	8.56	5
-- power by group through the flow --
stage | registers, W | clock network (W) | logic (W)
6_report | 0 | 0 | 0.000168
5_1_grt | 0 | 0 | 0.000187
4_1_cts | 0 | 0 | 0.000167
No activity file was given, so power comes from the tool's default toggle rates.
