**./run.sh**
```bash
#!/bin/bash
# OpenROAD 26Q1-2900-gdf79404cd8, Yosys 0.63+post, stock flow scripts
make -C /OpenROAD-flow-scripts/flow DESIGN_CONFIG=/design/flow/config.mk WORK_HOME=/design/flow/orfs finish
```
**./config.mk**
```make
export PLATFORM = sky130hd
export DESIGN_NAME = data_memory
export DESIGN_NICKNAME = data_memory
export VERILOG_FILES = /design/flow/design.v
export SDC_FILE = /design/flow/constraint.sdc
export NUM_CORES = 4
export LEC_CHECK = 1
export CORE_UTILIZATION = 50
export SYNTH_MEMORY_MAX_BITS = 65536
```
**./constraint.sdc**
```tcl
current_design data_memory

set clk_period 41.9
set clk_io_pct 0.2

create_clock -name clk0 -period $clk_period [get_ports {clk}]

set non_clock_inputs [all_inputs -no_clocks]
set_input_delay [expr $clk_period * $clk_io_pct] -clock clk0 $non_clock_inputs
set_output_delay [expr $clk_period * $clk_io_pct] -clock clk0 [all_outputs]
```
**./design.v**
```verilog
`timescale 1ns / 1ps
module data_memory (
    input clk,
    input MemRead,
    input MemWrite,
    input [31:0] addr,
    input [31:0] wd,
    output [31:0] rd
);
    reg [31:0] mem [0:255];
    assign rd = MemRead ? mem[addr[9:2]] : 32'b0;
    always @(posedge clk) begin
        if (MemWrite)
            mem[addr[9:2]] <= wd;
    end
endmodule
```
==> run_results.csv <==
group,metric,value,unit
cells_and_area,final_layout_size_suffix_gt1_share,22.84,%
timing,max_slew_violation_total_from_the_final_report,0,
pwr,pwr_density_cell,47.29,nW/um^2
clock_network,clk_path_buf_depth,4,
job,stage_log_warnings,59,
critical_path,crit_path_max_incr_delay,0.69,ns
yosys,yosys_most_used_dff,"edfxtp_1",
place,finalWeightedCongestion,0.8922,
critical_path,timing.setup.critical_path_class,"input port to output pin",
yosys,adder_share,0,%
yosys,number_of_cells_in_the_yosys_synthesis_report,15303,
timing,final.setup.tns,0,ns
place,place_inst,23650,
floorplan,fp.dieArea,631500,um^2
clock_network,cts_inserted_buffers,818,
status,outcome,"completed",
cells_and_area,area_growth,13.10,%
critical_path,critPathRequiredTime,33.52,ns
floorplan,dieHeight,794.7,um
grt,grt_start_max_net_pins,126,
yosys,yosys.stat.seqShare,78.30,%
timing,final_min_period_over_clock_period,60.23,%
timing,setup-violations-final,0,
clock_network,cts_root_buf,"clkbuf_16",
pwr,p_leak,112.8,nW
job,maxCapViolCount,0,
yosys,syn_area,314200,um^2
pwr,cell_internal_pwr,13.19,mW
grt,total_overflow_reported_by_the_global_router,0,
critical_path,critical_path.cell_chain,"buf_16 > buf_4 > buf_4 > buf_4 > buf_4 > buf_4 > buf_4 > buf_4 > buf_4 > buf_4 > mux2i_1 > nor2_1 > nor4_1 > nand4_1 > a21oi_1 > a2111oi_1 > buf_4 > clkdlybuf4s50_1",
critical_path,critPathArrivalTime,16.86,ns
cells_and_area,largest_register_ffs,8192,
yosys,ys_ff,8192,
routing,final_antenna_violating_net_count,0,
yosys,ys.warnings.count,1,
critical_path,path_buffers,12,
cells_and_area,layout_top_cell,"edfxtp_1",
grt,global_route.usage.total,31.68,%
yosys,largest_combinational_cell_category_by_area,"multiplexers",
pwr,power.combinational.fraction,4.9,%
yosys,synth_cell_types,56,
routing,detail_routed_net_length_per_standard_cell,35.12,um
timing,worst_pin_slew,1.156,ns
yosys,yosys.area_share.simple,2.218,%
cells_and_area,flop_area,246000,um^2
yosys,xor_share,0,%
routing,post_drt_via_cell_ratio,6.215,
pwr,switching_share,21.49,%
yosys,yosysTopAreaCell,"edfxtp_1",
grt,grt_antenna_before_repair,50,
critical_path,slowest_stage,"buf_4",
cells_and_area,final_cell_count_no_fill,25154,
timing,timing.final.hold_violations,0,
yosys,synth-edff-count,8192,
cells_and_area,layout_top_cells,"edfxtp_1 (8192), mux2i_1 (1418), mux4_2 (1154)",
timing,rsz0062_at_grt,"false",
pwr,seqPwrFrac,53.8,%
yosys,syn_avg_cell_area,20.53,um^2
clock_network,depth_of_the_cts_h_tree,6,
floorplan,core_region_area,624800,um^2
timing,clock.fmax,0.03962,GHz
timing,slew-limit-headroom,20.96,%
grt,vias_in_the_first_global_route,167752,
timing,holdWs,7.606,ns
routing,num_vias,156337,
cells_and_area,fill_cells,45163,
grt,grt_pass1_wl,1239,mm
place,number_of_buffer_cells_added_on_primary_ports,74,
critical_path,cpLargestDelayFamily,"buffers and inverters",
routing,drt_drc_violations_left,0,
yosys,netlist.area_leader.share,78.30,%
yosys,synth-async-reset-ratio,0,%
pwr,clock_power_share,41.3,%
place,dp.final_hpwl,508.2,mm
critical_path,cell_mode_on_critical_path,"buf_4",
pwr,total_power,16.80,mW
floorplan,row_count,290,
critical_path,worst_setup_path_end_kind,"output pin",
yosys,topCellsByArea,"edfxtp_1 (78%), mux4_2 (8.3%), mux2i_1 (4.5%)",
yosys,synthesis.instances,15303,
routing,detail_route.iter0.violations,10568,
timing,fin_crit,25.24,ns
pwr,vdd_ir_drop_max,46.06,uV
critical_path,max_fo_critical_path,78,
clock_network,cts_tree,"yes",
critical_path,critical_path.startpoint_type,"input port",
yosys,mux_share,14.04,%
clock_network,setup_bufs_post_cts,0,
clock_network,cts-resized-gates,0,
yosys,synth-compound-area-share,3.926,%
floorplan,floorplan.initialDensity,50.28,%
floorplan,chipWidth,794.7,um
routing,routed_wirelength,883.4,mm
routing,drtPass1Iterations,6,
clock_network,worst_setup_hold_path_clk_slew,0.06,ns
floorplan,io_pins,99,
cells_and_area,comb_area,65790,um^2
yosys,synth.yosys.chip_area,314200,um^2
clock_network,clock-sinks,8192,
pwr,power.switching,3.611,mW
clock_network,post_cts_hold_buffer_count,0,
min_path,min-delay-path-class,"input port to flop",
## cell usage after synthesis, drive strengths merged, types with 2 or more instances
cell type,n
or2,3
o221ai,62
a22o,32
nor2,480
mux4,1154
nand4b,4
nand2,167
nor2b,192
clkbuf,379
nand2b,4
edfxtp,8192
and2b,2
inv,3
and4,2
mux2,348
nand4,135
nand3,181
o21ai,354
and2,8
buf,545
a2111oi,186
nor3,38
o32ai,30
or4b,2
o211ai,31
a21oi,383
o22a,2
or4,31
nor4,95
a221oi,126
nand4bb,5
o22ai,416
a211oi,181
a22oi,70
and3,34
mux2i,1418
## per-stage QoR
stage	instance area, um^2	utilization (%)	worst slack (ns)
CTS	355200	56.85	16.46
global placement	330000	52.81	16.46
detailed placement	330000	52.81	16.46
global route	355200	56.86	16.24
finish	355300	56.86	16.66
floorplan	314200	-	23.02
## worst paths after layout
path | startpoint | to | slack, ns | depth (start not counted)
worst min-delay path | wd[4] | mem[53][4] | 7.61 | 1
worst max-delay path | addr[3] | rd[30] | 16.66 | 18
## kinds of logic (layout without fill, tap and decap cells)
logic type      Yosys count  in the layout
compound gates         1877           1877
buf+inv                 927           2418
flops                  8192           8192
mux                    2920           2920
other cells               0             38
simple gates           1387           1387
## final cells by class
class | count | share of cell area [%]
diodes | 38 | 0.02676
clock buffers | 1025 | 6.058
clock inverters | 441 | 1.047
inverters | 3 | 0.005282
multi-input cells | 6184 | 18.52
flip-flops and latches | 8192 | 69.24
well taps | 8322 | 2.931
repair buffers | 949 | 2.180
## metal layers
metal / routed length [um] / vias to the layer above / part of all wire (%) / track usage [%]
li1: - / 65706 / - / -
met1: 265000 / 77999 / 30 / 39.03
met2: 390600 / 10829 / 44 / 42.06
met3: 178800 / 1711 / 20 / 27.51
met4: 45800 / 92 / 5.2 / 11.79
met5: 3154 / - / 0.36 / 3.267
## power groups by stage
stage	sequential (mW)	clock (mW)	combinational (mW)
final	9.04	6.95	0.818
after global routing	9.03	7.36	0.867
after CTS	9.04	7.05	0.815
Power figures rest on the tool's default switching activity, not on a simulated workload.
